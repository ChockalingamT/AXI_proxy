==> /design/flow/design.v <==
package ariane_soc;
    localparam IdWidth = 4;
    localparam IdWidthSlave = IdWidth;
endpackage
module DUAL_PORT_RBW #(
    parameter AddressSz = 32,
    parameter data_width = 8,
    parameter Sz = 128
) (
    clk,
    clk_en,
    din,
    qout,
    r_adr,
    w_adr,
    w_en
);
    input clk;
    input clk_en;
    input [data_width-1:0] din;
    output [data_width-1:0] qout;
    input [AddressSz-1:0] r_adr;
    input [AddressSz-1:0] w_adr;
    input w_en;
    (* ram_style = "block" *)
    reg [data_width-1:0] out;
    reg [data_width-1:0] arr [Sz-1:0];
    always @(posedge clk) begin
        if (clk_en) begin
            out <= arr[r_adr];
            if (w_en) begin
                arr[w_adr] <= din;
            end
        end
    end
    assign qout = out;
endmodule
==> /design/flow/run.sh <==
#!/bin/bash
# OpenROAD 26Q1-2900-gdf79404cd8, Yosys 0.63+post, stock flow scripts
make -C /OpenROAD-flow-scripts/flow DESIGN_CONFIG=/design/flow/config.mk WORK_HOME=/design/flow/orfs finish
==> /design/flow/config.mk <==
export PLATFORM = sky130hd
export DESIGN_NAME = DUAL_PORT_RBW
export DESIGN_NICKNAME = DUAL_PORT_RBW
export VERILOG_FILES = /design/flow/design.v
export SDC_FILE = /design/flow/constraint.sdc
export NUM_CORES = 4
export LEC_CHECK = 1
export CORE_UTILIZATION = 30
==> /design/flow/constraint.sdc <==
current_design DUAL_PORT_RBW

set clk_period 4.2
set clk_io_pct 0.2

create_clock -name clk0 -period $clk_period [get_ports {clk}]

set non_clock_inputs [all_inputs -no_clocks]
set_input_delay [expr $clk_period * $clk_io_pct] -clock clk0 $non_clock_inputs
set_output_delay [expr $clk_period * $clk_io_pct] -clock clk0 [all_outputs]
==> notes.md <==
Implementation run completed; key figures follow.

Status:
- The run finished with clean final reports.

Clock tree:
- Clock tree synthesis inserted a total of 100 buffers.
- The run gives the buffer levels on the longest clock path as 3.
- Clock tree synthesis selected as its root buffer the cell clkbuf_16.
- The run puts the depth of the CTS H-tree at 3.
- Once the clock tree was built, the setup fixing pass inserted 0 buffers.
- After clock tree synthesis, the repair step resized 0 gates.
- The run gives the clock insertion delay at the later pin of the skew report as 0.67 ns.
- The run gives the number of sinks handled by clock tree synthesis as 1032.
- The run puts the number of buffers inserted for hold repair after clock tree synthesis at 0.
- TritonCTS built the clock tree.
- Looking at the worst setup and hold paths, the clock pins of their registers show a slew of 0.06 ns.

Yosys:
- The run gives the cell count after synthesis as 1633.
- The run gives the top cell type's share of synthesized area as 0.7793.
- The run puts the total cell area reported by yosys after synthesis at 39770 um^2.
- The run gives the area of the mapped netlist as 39770 um^2.
- The run puts the count of synthesis-stage warnings from yosys at 1.
- In the post-synthesis netlist, the biggest area contributors are edfxtp_1 (78%), mux4_2 (19%), nor2_1 (1.2%), clkbuf_1 (0.42%), buf_4 (0.25%).
- The run gives the cell count in the Yosys report as 1633.
- The run gives the average cell area after synthesis as 24.35 um^2.
- The run gives the count of different cell masters after synthesis as 20.
- The run gives the proportion of synthesized chip area in sequential cells as 0.7793.
- The run puts the synthesized flop and latch total at 1032.
- The run gives the leading area contributor after synthesis as edfxtp_1.

Global route:
- Across every metal layer, demand over resource in global routing totals 0.1437.
- The global routing stage identified its most utilized layer as met2.
- The run gives the met1 track demand over resource as 0.1663.
- The run puts the global routing usage on met3 at 0.1058.
- The run gives the maximum number of pins on one net before global-route repair as 73.
- The number of antenna violations at the first check in global routing came to 6.
- The run puts the total grt overflow at 0.
- The via count of the first global-routing pass was 19940.
- The first global-routing pass estimated 131000 um of wire.
- The run gives the met2 demand-to-capacity share in global routing as 0.2206.

Routing:
- In the routed design, unresolved DRC markers number 0.
- The run gives the antenna violation net count after detailed routing as 0.
- In the routed layout, each cell is associated on average with a via count of 4.819.
- The run puts the number of design-rule violations left by the first detailed-router iteration at 1120.
- Before antenna repair, the detailed router went through 5 iterations.
- The run puts the wire length reported by the detailed router at 87990 um.
- The run puts the average wire per cell in the routed design at 23.94 um.
- The routed layout has 17710 vias.

Critical path:
- The OpenROAD report gives the critical path a required time of 4.58 ns.
- The largest individual stage delay along the critical path comes from the cell mux4_2.
- The run puts the data arrival time of the critical path at 3.52 ns.
- The worst setup path is captured at a register.
- The setup path with the least slack is of type in -> reg.
- Per STA, the worst path accumulates the most delay in the family multiplexers.
- The run gives the most frequent cell on the critical path as mux4_2.
- The run puts the critical-path maximum fanout at 28.
- The critical path contains buffers and inverters numbering 3 combined.
- The signal on the critical path passes through buf_8 -> buf_12 -> buf_4 -> mux4_2 -> mux4_2 -> mux4_2 -> mux2_2.
- STA classifies the critical path startpoint as a primary input.
- The run gives the maximum single-stage delay on the critical path as 0.57 ns.

Power:
- The run gives the maximum resistive drop on vdd as 0.0002949 V.
- The run gives the power density over the cells as 461.9 nW/um^2.
- The script extracted a total leakage power of 14.25 nW.

Placement:
- The run puts the placed cell count at 3489.
- The run gives the count of buffers inserted at the top-level ports as 32.
- The placement summary gives the final routability congestion estimate as 0.8467.
- In the placement report, post-DP HPWL is listed as 55910 um.
- The run puts the setup slack after placement at 0.3561 ns.

Floorplan:
- The run gives the width of the die as 366.1 um.
- The run gives the vertical extent of the die as 366.1 um.
- The run puts the number of top-level pins at 83.
- The floorplan step records an initial core utilization of 0.3025.
- The run gives the row count as 133.
- The overall die size recorded for this design is 134000 um^2.
- The run puts the area of the core at 131500 um^2.

Final timing:
- Setup repair after global routing left no endpoint under its margin.
- The run gives the slack of the critical path as 1.058 ns.
- The run gives the max-slew headroom at the worst pin as 0.4387.
- The run gives the final setup skew as 0.02916 ns.
- The run puts the actual transition at the worst max-transition pin at 0.8388 ns.
- In the finished design, the share of the clock period the worst path needs comes to 0.7481.
- From the final report, the count of setup violators was given as 0.
- The final timing report lists a max-slew violation count of 0.
- The run puts the final-layout setup total negative slack at 0 ns.
- The run gives the maximum clock rate as 318.3 MHz.
- The run puts the final count of hold timing violations at 0.
- The run puts the post-layout minimum cycle time at 3.142 ns.

Worst hold path:
- Note that the worst hold path type here is in -> reg.

Job:
- The run gives the OpenROAD warning count as 76.
- The run gives the number of max-cap violations as 0.

Cells and area:
- The run gives the growth of design area from synthesis to finish as 17.26%.
- In the final layout, the share of cells above drive strength 1 is 0.3476.
- The run gives the post-layout instance count excluding filler cells as 3675.
sequential cells by signal, indices dropped and copies added (netlist names):
register  count
out           8
arr        1024
final timing paths:
check	depth (start not counted)	end	startpoint	slack [ns]
max	7	out[7]	r_adr[0]	1.06
min	1	arr[66][2]	din[2]	0.58
max reg2reg	4	out[0]	arr[95][0]	1.57
min reg2reg	4	out[3]	arr[114][3]	1.24
layer usage:
metal | vias to the layer above | wire, um
met5 | - | 79
met3 | 137 | 13540
met4 | 12 | 2126
li1 | 7449 | -
met1 | 9151 | 30000
met2 | 962 | 42250
worst reg2reg max path, cell delays in order (launching register included):
cell,delay (ns)
edfxtp_1,0.37
mux4_2,0.50
mux4_2,0.56
mux4_2,0.60
mux2_2,0.34
area by class of cell:
class | instances | area (um^2)
Antenna cell | 1 | 2.502
Timing Repair Buffer | 189 | 1722
Clock inverter | 68 | 744.5
Clock buffer | 117 | 2609
Fill cell | 11790 | 84830
Multi-Input combinational cell | 512 | 8364
Sequential cell | 1032 | 30990
Inverter | 1 | 3.754
Tap cell | 1755 | 2196
layout by cell type, fill, tap and decap left out, types with 7 or more instances in the layout:
cell,synthesis,routed
nand3_1,9,9
bufinv_16,0,15
clkinvlp_4,0,7
buf_4,13,148
nand2_1,9,9
clkinv_1,0,18
clkdlybuf4s50_1,0,20
nor2_1,131,131
buf_12,0,19
clkinv_2,0,21
mux2_2,8,8
clkbuf_16,0,102
clkbuf_1,45,15
edfxtp_1,1032,1032
mux4_2,336,336
synth_stat cells (all sizes together):
cell	number
nor2	131
or3b	2
nand3b	4
inv	1
buf	43
mux4	336
nand4	3
nand2b	1
nor2b	4
or3	1
edfxtp	1032
nand4b	3
mux2	8
nand2	9
clkbuf	45
and2	1
nand3	9
cell families after synthesis:
kind of cell / count (synthesis) / share of synthesized area
DFF: 1032 / 0.7793
muxes: 344 / 0.1926
and+or+nand+nor: 168 / 0.01778
buffers and inverters: 89 / 0.01038
metrics by stage:
| step | cell area, um^2 | util | power (mW) | hold WS, ns |
|---|---|---|---|---|
| 2_1_floorplan | 39770 | - | 12.15 | 0.9389 |
| 3_3_place_gp | 43280 | 0.3292 | 12.66 | 1.217 |
| 3_5_place_dp | 43280 | 0.3292 | 12.68 | 1.239 |
| 5_1_grt | 46630 | 0.3547 | 22.22 | 0.5587 |
| 6_report | 46630 | 0.3547 | 21.54 | 0.5790 |
| 4_1_cts | 46630 | 0.3547 | 21.76 | 0.5442 |
report_power, final:
group / switching, mW / leakage, nW / internal [mW]
Sequential: 0.0152 / 9.28 / 11.4
Clock: 3.73 / 1.63 / 5.37
Combinational: 0.600 / 3.34 / 0.461
Total: 4.35 / 14.3 / 17.2
Power is estimated from default activity; no workload was simulated.
