==> ./design.v <==
package ariane_soc;
    localparam IdWidth = 4;
    localparam IdWidthSlave = IdWidth;
endpackage
module esplink #(
    parameter APB_DW = 32,
    parameter APB_AW = 32,
    parameter REV_ENDIAN = 0
) (
    input logic   clk,
    input logic   rstn,
    output logic   srst,
    input logic   psel,
    input logic   penable,
    input logic   pwrite,
    input logic [APB_AW - 1:0]  paddr,
    input logic [APB_DW - 1:0]  pwdata,
    output logic   pready,
    output logic   pslverr,
    output logic [APB_DW - 1:0] prdata
);
    localparam C_REG_ID = 0;
    localparam C_SRST_BIT = 0;
    localparam C_REG_MASK = 32'h1;
    localparam S_REG_ID = 1;
    localparam S_SRST_BIT = 0;   
    localparam NREG = S_REG_ID + 1;
    localparam APB_BYTE_OFFSET_BITS = $clog2(APB_DW / 8);
    localparam OFFSET_MAX = (NREG - 1) << APB_BYTE_OFFSET_BITS;
    localparam APB_ADDR_MSB = $clog2(NREG) + APB_BYTE_OFFSET_BITS - 1;
    localparam APB_ADDR_LSB = APB_BYTE_OFFSET_BITS;
    logic [             APB_DW - 1 : 0] bankreg      [NREG - 1 : 0];
    logic [APB_ADDR_MSB : APB_ADDR_LSB] selected;
    logic                               do_access;
    logic                               access_error;
    logic                               do_write;
    logic [               APB_DW - 1:0] pwdata_rev;
    logic [               APB_DW - 1:0] prdata_rev;
    logic                               timer_en;
    logic [                       11:0] timestamp;
    genvar i;
    assign selected     = paddr[APB_ADDR_MSB : APB_ADDR_LSB];
    assign do_access    = psel & penable;
    assign access_error = 0;
    assign do_write     = do_access & ~access_error & pwrite;
    assign do_cmd       = do_write == 1'b1 && selected == C_REG_ID ? 1'b1 : 1'b0;
    generate
        for (i = 0; i < APB_DW / 8; i++) begin : fix_endian
            assign pwdata_rev[(i + 1) * 8 - 1 : i * 8] = REV_ENDIAN == 0 ? pwdata[(i + 1) * 8 - 1 : i * 8] : pwdata[APB_DW - i * 8 - 1 : APB_DW - (i + 1) * 8];
            assign prdata[(i + 1) * 8 - 1 : i * 8] = REV_ENDIAN == 0 ? prdata_rev[(i + 1) * 8 - 1 : i * 8] : prdata_rev[APB_DW - i * 8 - 1 : APB_DW - (i + 1) * 8];
        end
    endgenerate
    assign pslverr           = access_error;
    assign prdata_rev        = bankreg[selected];
    assign pready            = 1'b1;
    assign bankreg[C_REG_ID] = do_cmd == 1'b1 ? pwdata_rev & C_REG_MASK : '0;
    always_ff @(posedge clk) begin : update_s_reg
        if (rstn == 1'b0) begin
            bankreg[S_REG_ID] <= '0;
        end else begin
            bankreg[S_REG_ID][S_SRST_BIT] <= timer_en;
        end
    end
    assign srst = timer_en;
    always_ff @(posedge clk) begin
        if (rstn == 1'b0) begin
            timer_en  <= 1'b0;
            timestamp <= '0;
        end else begin
            if (bankreg[C_REG_ID][C_SRST_BIT] == 1'b1) timer_en <= 1'b1;
            if (timer_en == 1'b1) begin
                timestamp <= timestamp + 1;
                if (timestamp == 12'hFFF) timer_en <= 1'b0;
            end
        end
    end
endmodule
==> ./run.sh <==
#!/bin/bash
# OpenROAD 26Q1-2900-gdf79404cd8, Yosys 0.63+post, stock flow scripts
make -C /OpenROAD-flow-scripts/flow DESIGN_CONFIG=/design/flow/config.mk WORK_HOME=/design/flow/orfs finish
==> ./config.mk <==
export PLATFORM = sky130hd
export DESIGN_NAME = esplink
export DESIGN_NICKNAME = esplink
export VERILOG_FILES = /design/flow/design.v
export SDC_FILE = /design/flow/constraint.sdc
export NUM_CORES = 4
export LEC_CHECK = 1
export CORE_AREA = 10 10 70 70
export DIE_AREA = 0 0 80 80
==> ./constraint.sdc <==
current_design esplink

set clk_period 1.8
set clk_io_pct 0.2

create_clock -name clk0 -period $clk_period [get_ports {clk}]

set non_clock_inputs [all_inputs -no_clocks]
set_input_delay [expr $clk_period * $clk_io_pct] -clock clk0 $non_clock_inputs
set_output_delay [expr $clk_period * $clk_io_pct] -clock clk0 [all_outputs]
==> impl_metrics.toml <==
# generated from flow reports
[outcome]
outcome = "complete, no violations"

[floorplanning]
design.core.area_mm2 = 0.003416
chipHeight_um = 80
rows = 21
initial_utilization_pct = 26.23
ios = 104
dieArea_mm2 = 0.006400
fp.dieW_um = 80

[detailed_routing]
drt_iter0_drc = 83
wl_per_cell_um = 10.01
n_antenna_cell = 0
routed_via_density = 3.975
detailroute.via_count = 648
wirelength_um = 1631
antenna_left = 0
drtPass1Iterations = 4
post-route-drc-count = 0

[sta]
timing.fmax_mhz = 605.4
layout_worst_path_cycle_share_pct = 91.77
finalSetupViolCount = 0
timing_max_transition_violations_final = 0
timing.clock.skew_ps = 1.912
final_period_minus_worst_setup_slack_ps = 1652
grt_setup_unrepaired = "no"
hold_slack_ps = 478.1
fin_setup_tns_ps = 0
fin_ws_ps = 148.1
timing_hold_violations_final = 0

[place]
gp_congestion = 0.7384
placed_cell_area_um2 = 902.1
post-place-ws_ps = -154.0
place.detailed.hpwl_um = 1294
io_buffer_count = 8
post-place-cells = 159

[pwr]
power.internal_mw = 0.4055
share_seq_of_total_power_pct = 60.9
power_frac_comb_pct = 6.3
powerDensity_mw_per_mm2 = 550.3
switchingPower_mw = 0.1068
ir_drop_mv = 0.1359
power_frac_clock_pct = 32.7
leakagePower_nw = 0.3757
switching_share_pct = 20.84

[synth]
yosys-stat-cells = 107
yosysWarnings = 3
synth.ff_latch_count = 14
synth-area-yosys_um2 = 895.9
synth_seq_share_pct = 31.28
syn-instance-count = 107
syn_area_per_cell_um2 = 8.373
netlist_area_um2 = 895.9
netlist-cell-type-count = 24

[hold_path]
min-delay-path-class = "reg -> reg"
min_from = "timestamp[11]"
instance_count_along_the_most_critical_hold_path = 2
hold_end = "timestamp[11]"

[global_routing]
grt_antenna_before_repair = 0
grt_first_pass_wirelength_um = 2829
largest_net_degree_at_the_start_of_global_routing = 12
grt_pass1_vias = 685
grt.total_usage_pct = 5.026
grt_total_ovfl = 0

[critical_path]
critical_path.reg2reg.endpoint = "timer_en"
worst_path_cell_with_the_longest_stage_delay = "clkdlybuf4s50_1"
crit_path_start_kind = "input port"
cp_data_required_time_ps = 1440
crit_path_cell_trace = "clkdlybuf4s50_1, nand4_1, o21ai_1, dlygate4sd2_1"
timing.critical_path.arrival_ps = 1290
cp_slowest_stage_delay_ps = 450
crit_fanout = 2
r2r_slack_ps = 200
crit-reg2reg-launch = "timestamp[0]"
timing.reg2reg.worst_path_depth = 4
endpoint_kind = "primary output"
timing.setup.critical_path_class = "in -> out"

[clocking]
numCtsBuffers = 3
ctsRootBufferMaster = "clkbuf_4"
insertion_delay_ps = 270
clk_pin_slew_worst_paths_ps = 80
cts-hold-fix-buffers = 0
cts.htree.levels = 1
clock_path_buffers = 2
tritoncts = "built"
cts.sinks = 14

[final_layout]
layout.filler_cells = 368
post_layout_nonfiller_instances = 163
flow.area_growth_from_synthesis_pct = 3.911
drive_above_1_share_pct = 6.838
final_layout_top_logic_cells = "conb_1 (33), dfxtp_1 (14), nand2_1 (8)"
layout.cell_area.non_filler_um2 = 930.9
layout_top_cell_excl_fill_tap = "conb_1"

[flow_run]
max-cap-violations = 0
warnings = 87
[cell usage after synthesis]
| library cell | number | share of area [%] |
|---|---|---|
| a21oi_1 | 5 | 2.8 |
| and3_1 | 1 | 0.70 |
| buf_4 | 33 | 28 |
| buf_6 | 1 | 1.3 |
| clkbuf_1 | 1 | 0.42 |
| conb_1 | 2 | 0.84 |
| dfxtp_1 | 14 | 31 |
| ha_1 | 1 | 1.4 |
| inv_1 | 3 | 1.3 |
| mux2i_1 | 3 | 3.4 |
| nand2_1 | 8 | 3.4 |
| nand2b_1 | 2 | 1.4 |
| nand3_1 | 3 | 1.7 |
| nand4_1 | 4 | 2.8 |
| nand4_4 | 1 | 2.4 |
| nor2_1 | 6 | 2.5 |
| nor4_1 | 2 | 1.4 |
| o21ai_0 | 4 | 2.2 |
| o31ai_1 | 3 | 2.5 |
| or3_1 | 1 | 0.70 |
| or3_2 | 1 | 0.84 |
| or4_1 | 4 | 3.4 |
| xnor2_1 | 1 | 0.98 |
| xor2_1 | 3 | 2.9 |
[power by group through the flow]
stage | Clock (mW) | Sequential, mW | Combinational [mW]
final | 0.168 | 0.312 | 0.0324
after global routing | 0.198 | 0.313 | 0.0399
after CTS | 0.173 | 0.312 | 0.0352
[routing by layer]
metal / GRT usage (%) / routed length [um]
met1: 6.557 / 709
met2: 8.186 / 767
met5: 0 / 0
met4: 1.232 / 23
met3: 1.136 / 130
[per-stage QoR]
| stage | power [mW] | utilization [%] |
|---|---|---|
| finish | 0.5122 | 27.25 |
| global route | 0.5505 | 27.25 |
| CTS | 0.5204 | 27.25 |
| detailed placement | 0.3539 | 26.41 |
| global placement | 0.3551 | 26.41 |
| floorplan | 0.3797 | - |
[worst max path at each step]
stage | startpoint | to | slack [ps] | depth (start not counted)
global route | psel | prdata[0] | 60 | 4
CTS | penable | prdata[0] | 150 | 4
finish | penable | prdata[0] | 150 | 4
[timing repair]
action / in CTS / in global routing
buffers inserted: 1 / 0
resized: 2 / 0
endpoints found under the setup margin: 1 / 0
[sequential cells by signal (all words and copies together), names as in the netlist]
register and count:
timestamp 12, bankreg 1, timer_en 1
[worst max-delay path, delay by kind of cell]
| kind | cells | cell delay [ps] |
|---|---|---|
| and+or+nand+nor | 1 | 120 |
| AOI/OAI and AO/OA | 1 | 140 |
| buffers and inverters | 2 | 670 |
[cell families after synthesis]
kind of cell               share of synthesized area (%)
buffers and inverters                              30.59
and+or+nand+nor                                    21.09
DFF                                                31.29
AOI/OAI and AO/OA                                  7.541
xor gates and xnor gates                           3.911
muxes                                              3.352
other                                             0.8383
adders and majority gates                          1.396
[cell type report]
| type | instances | area (um^2) | area share (%) |
|---|---|---|---|
| multi-input combinational | 86 | 457.9 | 49.19 |
| sequential | 14 | 280.3 | 30.11 |
| timing repair buffer | 11 | 101.3 | 10.89 |
| tap | 46 | 57.56 | 6.183 |
| clock buffer | 3 | 22.52 | 2.419 |
| inverter | 3 | 11.26 | 1.210 |
Power and IR drop assume default switching activity.
